File: ./config.mk
export PLATFORM = sky130hd
export DESIGN_NAME = register_file
export DESIGN_NICKNAME = register_file
export VERILOG_FILES = /design/flow/design.v
export SDC_FILE = /design/flow/constraint.sdc
export NUM_CORES = 4
export LEC_CHECK = 1
export CORE_UTILIZATION = 50
File: ./constraint.sdc
current_design register_file

set clk_period 6.4
set clk_io_pct 0.2

create_clock -name clk0 -period $clk_period [get_ports {clk}]

set non_clock_inputs [all_inputs -no_clocks]
set_input_delay [expr $clk_period * $clk_io_pct] -clock clk0 $non_clock_inputs
set_output_delay [expr $clk_period * $clk_io_pct] -clock clk0 [all_outputs]
File: ./design.v
module register_file(
    input wire clk,
    input wire we,
    input wire [4:0] r_addr1,
    input wire [4:0] r_addr2,
    input wire [4:0] w_addr,
    input wire [31:0] w_data,
    output wire [31:0] r_data1,
    output wire [31:0] r_data2
);
    reg [31:0] registers [0:31];
    integer i;
    initial begin
       for(i=0; i<32; i=i+1) registers[i] = 0;
    end
    always @(posedge clk) begin
        if(we) registers[w_addr] <= w_data;
    end
    assign r_data1 = registers[r_addr1];
    assign r_data2 = registers[r_addr2];
endmodule
File: ./run.sh
#!/bin/bash
# OpenROAD 26Q1-2900-gdf79404cd8, Yosys 0.63+post, stock flow scripts
make -C /OpenROAD-flow-scripts/flow DESIGN_CONFIG=/design/flow/config.mk WORK_HOME=/design/flow/orfs finish
==> flow_metrics.env <==
# source this file to load flow results
export IMPL_fin_setup_tns_ns=0
export IMPL_wirelength_mm=159
export IMPL_seq_area_frac_synth_pct=63.0
export IMPL_ys_cells=3386
export IMPL_worstPathArrival_ns=4.30
export IMPL_top_register="registers"
export IMPL_clk_path_buf_depth=3
export IMPL_cp_start_kind="input pin"
export IMPL_worstSetupPathDepth=8
export IMPL_final_cell_mix="1024 x mux2i_1, 1024 x edfxtp_1, 194 x nand3_1, 193 x nand2_1"
export IMPL_cp_end_kind="output port"
export IMPL_ys_warn_count=1
export IMPL_instances_no_fill=4877
export IMPL_worstPathCellList="clkdlybuf4s50_1 > and2_4 > buf_4 > buf_4 > a21oi_1 > a31oi_1 > nand3_1 > clkdlybuf4s50_1"
export IMPL_grt_pass1_wl_mm=227
export IMPL_status="finished, final reports clean"
export IMPL_path_clk_slew_ns=0.06
export IMPL_antenna_cells=0
export IMPL_grtUsageTotal_pct=35.4
export IMPL_crit_buf_inv=4
export IMPL_core_mm2=0.0967
export IMPL_min_path_type="input pin to register"
export IMPL_ys_area_mm2=0.0488
export IMPL_vias=31508
export IMPL_cts_resized_gates=0
export IMPL_openroad_warnings=26
export IMPL_ir_worst_vdd_v=0.000228
export IMPL_antenna_found_initial=2
export IMPL_slew_headroom_pct=29.2
export IMPL_tightest_slew_ns=1.06
export IMPL_die_area_mm2=0.0988
export IMPL_post_cts_setup_buffers=0
export IMPL_p_leak_nw=20.5
export IMPL_numCtsBuffers=108
export IMPL_slowest_stage="clkdlybuf4s50_1"
export IMPL_cts_hold_buf=0
export IMPL_fill_cells=7241
export IMPL_grt_pass1_vias=32978
export IMPL_max_stage_delay_ns=0.63
export IMPL_grt_overflow_total=0
export IMPL_cts_tree="built"
export IMPL_crit_required_ns=5.12
export IMPL_path_delay_family="buffers and inverters"
export IMPL_die_w_um=314
export IMPL_finalCritPeriodShare_pct=87.2
export IMPL_drt_iter0_markers=2361
export IMPL_ys_types=23
export IMPL_cp_max_fo=21
export IMPL_setup_viol=0
export IMPL_cts_htree_levels=3
export IMPL_ant_nets=0
export IMPL_largest_reg_flops=1024
export IMPL_drv_slew=0
export IMPL_max_freq_mhz=179
export IMPL_grt_max_degree=86
export IMPL_rsz0062_at_grt="no"
export IMPL_syn_area_mm2=0.0488
export IMPL_cts_sinks=1024
export IMPL_ys_flops=1024
export IMPL_top_regs="registers (1024)"
export IMPL_dpl_hpwl_mm=90.8
export IMPL_row_count=114
export IMPL_crit_start="r_addr1[2]"
export IMPL_hold_violations=0
export IMPL_fp_util_pct=50.5
export IMPL_io_buffer_count=112
export IMPL_io_pins=113
export IMPL_cts_root_buf="clkbuf_16"
export IMPL_dp_cells=4679
export IMPL_area_delta_synth_final_pct=13.7
export IMPL_drc=0
export IMPL_synth_cells=3386
export IMPL_wl_per_cell_um=32.5
export IMPL_via_per_inst=6.46
export IMPL_place_gp_congestion=0.900
export IMPL_critPathKind="input pin to output port"
export IMPL_crit_end="r_data1[31]"
export IMPL_drive_gt1_share_pct=9.89
export IMPL_die_h_um=314
export IMPL_p_per_area_mw_per_mm2=278
export IMPL_min_period_ns=5.58
export IMPL_syn_area_per_cell_um2=14.4
export IMPL_drv_cap=0
export IMPL_drtPass1Iterations=5
## synth_stat cells
cell type / n / share of area, %
a21oi_1: 192 / 2.0
a22o_1: 128 / 2.3
a22oi_1: 192 / 3.0
a31oi_1: 64 / 0.82
and2_1: 2 / 0.026
buf_1: 1 / 0.0077
buf_2: 70 / 0.72
buf_4: 47 / 0.72
buf_6: 45 / 1.0
clkbuf_1: 86 / 0.66
clkbuf_4: 4 / 0.062
edfxtp_1: 1024 / 63
mux2i_1: 1024 / 21
nand2_1: 195 / 1.5
nand2b_1: 4 / 0.051
nand3_1: 194 / 2.0
nand3b_1: 5 / 0.077
nor2_1: 35 / 0.27
nor2b_1: 4 / 0.051
nor3_1: 64 / 0.66
or2_2: 2 / 0.026
or3_1: 1 / 0.013
or3b_2: 3 / 0.054
## stage by stage
step | cell area [um^2] | utilization (%) | hold slack (ns) | total power [mW] | worst slack, ns
final | 55500 | 57.3 | 1.42 | 15.4 | 0.820
after global routing | 55500 | 57.3 | 1.43 | 15.8 | 0.782
after CTS | 55500 | 57.3 | 1.38 | 15.5 | 0.869
after detailed placement | 51800 | 53.6 | 2.12 | 9.05 | 0.858
after global placement | 51800 | 53.6 | 2.10 | 9.03 | 0.954
after floorplan | 48800 | - | 1.38 | 8.40 | 2.69
## power by group
part           internal, mW  leakage [nW]  switching [mW]
Sequential             7.46          9.22          0.0328
Clock                  3.91          1.77            2.57
Combinational         0.539          9.47           0.888
Total                  11.9          20.5            3.49
## worst min-delay path by stage
stage / slack, ns / startpoint / cells after the start / end
finish: 1.42 / w_data[0] / 2 / registers[14][0]
global route: 1.43 / w_data[24] / 2 / registers[12][24]
CTS: 1.38 / w_data[3] / 2 / registers[27][3]
## metal layers
layer  track usage [%]  part of all wire, %
met3              23.9                   16
met4              10.8                  4.1
met1              46.2                   34
met5              1.26                0.039
met2              50.1                   45
## layout make-up
cell class	instances	area, um^2	share of cell area [%]
timing repair buffer	270	2690	4.86
clock buffer	132	2810	5.07
multi-input combinational	2109	16800	30.3
sequential	1024	30700	55.4
clock inverter	66	826	1.49
tap	1276	1600	2.88
## kinds of logic after synthesis
family / Yosys count / synth area share [%]
AOI/OAI and AO/OA: 576 / 8.04
buffers and inverters: 253 / 3.21
DFF: 1024 / 63.0
muxes: 1024 / 21.0
and+or+nand+nor: 509 / 4.71
Power and IR drop assume default switching activity.
