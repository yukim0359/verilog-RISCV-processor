### /design/flow/config.mk
export PLATFORM = sky130hd
export DESIGN_NAME = btb
export DESIGN_NICKNAME = btb
export VERILOG_FILES = /design/flow/design.v
export SDC_FILE = /design/flow/constraint.sdc
export NUM_CORES = 4
export LEC_CHECK = 1
export CORE_UTILIZATION = 40
### /design/flow/constraint.sdc
current_design btb

set clk_period 5.3
set clk_io_pct 0.2

create_clock -name clk0 -period $clk_period [get_ports {clk}]

set non_clock_inputs [all_inputs -no_clocks]
set_input_delay [expr $clk_period * $clk_io_pct] -clock clk0 $non_clock_inputs
set_output_delay [expr $clk_period * $clk_io_pct] -clock clk0 [all_outputs]
### /design/flow/design.v
module btb(
    input wire clk,
    input wire [16:0] pc,
    input wire [4:0] waddr,
    input wire we,
    input wire [27:0] wd,
    output wire btb_hit,
    output wire [16:0] pred_pc
);
    wire valid;
    wire [9:0] tag;
    wire [16:0] data;
    reg [27:0] mem [0:31];
    integer i;
    initial begin
       for(i=0; i<32; i=i+1) mem[i] = 0;
    end
    always @(posedge clk) begin
        if (we) mem[waddr] <= wd;
    end
    assign {valid, tag, data} = mem[pc[6:2]];
    assign btb_hit = valid & (tag == pc[16:7]);
    assign pred_pc = data;
endmodule
### /design/flow/run.sh
#!/bin/bash
# OpenROAD 26Q1-2900-gdf79404cd8, Yosys 0.63+post, stock flow scripts
make -C /OpenROAD-flow-scripts/flow DESIGN_CONFIG=/design/flow/config.mk WORK_HOME=/design/flow/orfs finish
==> job_summary.md <==
## Implementation flow summary

| Metric | Value |
|---|---|
| Outcome | `finished clean` |
| Worst path top cell family by delay | `buffers and inverters` |
| CTS buffer count | `86` |
| Cell accounting for the most synthesized area | `sky130_fd_sc_hd__edfxtp_1` |
| Cell types with the largest area share after synthesis | `sky130_fd_sc_hd__edfxtp_1, sky130_fd_sc_hd__mux4_2, sky130_fd_sc_hd__mux2i_1` |
| Number of hold buffers added after cts | `0` |
| Global-route wire length before repair | `119,000 µm` |
| Utilization after layout | `roughly 47%` |
| Max_cap viols | `0` |
| Number of primary I/O pins | `approximately 70` |
| Share of the clock period used by the worst path after layout | `96.4%` |
| Clock H-tree levels | `3` |
| Clock root buffer master | `sky130_fd_sc_hd__clkbuf_16` |
| Path type of the worst min-delay path | `in -> reg` |
| Max Fclk | `196 MHz` |
| DR vias | `15,700` |
| Final Non-Filler Cells | `2,817` |
| Worst-margin pin slew | `approximately 1000 ps` |
| Sequence of cells on the critical path | `clkdlybuf4s50_1 -> buf_12 -> clkinv_2 -> nor2_1 -> a22oi_1 -> o211ai_1 -> xnor2_1 -> nand3_1 -> nor4_2 -> clkdlybuf4s50_1` |
| Final max-slew violation count | `0` |
| Startpoint kind of the worst setup timing path | `input pin` |
| Critical Path Stages | `10` |
| Global Route met2 Usage | `roughly a third` |
| Seq cells post-synth | `896` |
| Dpl cells | `2,665` |
| Total power per unit cell area | `about 370 nW/µm²` |
| Worst hold path stage count | `2` |
| Drt initial violations | `approximately 1,000` |
| Arrival time of the worst setup path | `4050 ps` |
| Most used cell, CP | `sky130_fd_sc_hd__clkdlybuf4s50_1` |
| Setup Total Neg Slack | `0 ps` |
| Die Footprint | `roughly 87,000 µm²` |
| Vias in the first global route | `~17,000` |
| DP Wirelength | `42,400 µm` |
| Unique cell types | `around 40` |
| Maximum ir drop on the vdd rail | `around 0.26 mV` |
| Largest registers | `mem (896)` |
| Global route total overflow | `0` |
| Number of logged tool warnings | `27` |
| CTS Sinks | `approximately 900` |
| Cell Area, Synth | `34,500 µm²` |
| Yosys warning total | `1` |
| Post-synth top area share | `roughly 80%` |
| Layout cell share with drive strength beyond 1 | `31.6%` |
| Number of standard-cell rows in the floorplan | `107` |
| Filler cell count in the final layout | `between 6,000 and 7,000` |
| Maximum number of buffers from clock root to sink | `3` |
| Number of nets with antenna violations after routing | `0` |
| Number of enable flip-flop cells | `896` |
| Endpoints failing hold | `0` |
| Number of gates resized after CTS | `0` |
| Total iterations of the first detailed-routing run | `7` |
| Max FFs per register | `896` |
| Number of cells in the yosys synthesis report | `1,440` |
| Post-CTS clock slew at the launch and capture registers of the worst setup and hold paths | `60 ps` |
| Sequential-to-total area share from yosys stat | `78.0%` |
| Worst Path Required | `4240 ps` |
| Drt drc | `0` |
| Global placement routability congestion | `0.815` |
| Number of antenna violations at the first check in global routing | `1` |
| Die Span Y | `296 µm` |
| Clock tree from TritonCTS | `yes` |
| Vias per cell | `5.56` |
| Final min period | `5110 ps` |
| Synthesized area per cell | `24.0 µm²` |
| Critical setup path kind | `in -> out` |
| Largest stage delay on the critical path | `590 ps` |
| Busiest layer in global routing | `met2` |
| Port Buffers | `67` |
| Largest register by flop count | `mem` |
| Global routing usage on met3 | `between 10% and 20%` |
| Synthesized netlist cell count | `1,440` |
| Static leakage | `0.0125 µW` |
| RSZ-0062 raised after global routing | `false` |
| Headroom to the max-slew limit | `34.6%` |
| Number of antenna repair diodes | `0` |
| Leading cell types by count after synthesis | `sky130_fd_sc_hd__edfxtp_1, sky130_fd_sc_hd__mux4_2, sky130_fd_sc_hd__mux2i_1` |
| Placeable core area | `85,300 µm²` |
| Die width | `slightly below 300 µm` |
| Layout-stage area growth over the synthesis result | `16.6%` |
| Primary FF master, synth | `sky130_fd_sc_hd__edfxtp_1` |
| Buffers plus inverters on the worst setup path | `4` |
| Total routed wirelength | `81,500 µm` |
| Floorplan-stage core utilization | `between 40% and 50%` |
| Category of the worst setup path capture point | `output port` |
| Number of setup violations in the final report | `0` |
| Maximum number of pins on one net before global-route repair | `62` |
| WL per Instance | `28.9 µm` |
| Most popular library cell in the synthesized design by count | `sky130_fd_sc_hd__edfxtp_1` |
| Critical path fanouts, max | `28` |
| Area figure in the yosys stat output | `34,500 µm²` |
| Gr usage total | `21.4%` |
| Critical path's slowest cell | `sky130_fd_sc_hd__nor2_1` |
| Post-CTS Setup Inserts | `0` |
| Async set-or-reset flop fraction in the synthesized netlist | `0%` |
| Met1 Use GR | `25.4%` |
power by group:
group | internal [µW] | leakage [µW] | switching (µW) | total, µW
clock network | 3670 | 0.00141 | 2550 | 6220
logic | 363 | 0.00302 | 416 | 779
registers | 7880 | 0.00807 | 16.7 | 7900
total | 11900 | 0.0125 | 2980 | 14900
per-stage QoR:
step | cell area (µm²) | power (µW) | hold slack [ps] | worst slack, ps
after floorplan | 34500 | 8480 | 1160 | 1280
final | 40200 | 14900 | 1250 | 191
after global placement | 37400 | 8830 | 1880 | 203
after detailed placement | 37400 | 8850 | 1890 | 198
after global routing | 40200 | 15300 | 1260 | 83.9
after CTS | 40200 | 15000 | 1210 | 203
cell usage in the layout, fill, tap and decap left out, drive strengths merged, types with 2 or more instances in the layout:
cell type        n
a2111oi          4
a211oi           2
a221oi           8
a22oi            5
and2             2
buf             92
bufinv          13
clkbuf         101
clkdlybuf4s50   63
clkinv          33
clkinvlp         3
edfxtp         896
inv              3
mux2            22
mux2i           52
mux4           244
nand2           13
nand2b           3
nand3           16
nand3b          10
nand4            4
nor2            38
nor2b           12
nor3             4
nor4             2
o21ai            6
o22ai            3
or3b             3
xnor2            2
xor2             7
kinds of logic (layout without fill, tap and decap cells):
group / count (synthesis) / in the layout / share of synthesized area (%)
buffers and inverters: 75 / 308 / 1.29
xor gates and xnor gates: 9 / 9 / 0.228
AOI/OAI and AO/OA: 32 / 32 / 0.711
DFF: 896 / 896 / 78.0
muxes: 318 / 318 / 18.2
and+or+nand+nor: 110 / 110 / 1.64
worst paths after layout:
kind	startpoint	endpoint	slack, ps
setup / recovery	pc[5]	btb_hit	190
hold / removal	wd[3]	mem[14][3]	1250
cell type report:
| type | instances | area [µm²] | share of cell area, % |
|---|---|---|---|
| clock inverters | 51 | 608 | 1.51 |
| repair buffers | 155 | 1630 | 4.06 |
| flip-flops and latches | 896 | 26900 | 66.9 |
| well taps | 1144 | 1430 | 3.56 |
| inverters | 1 | 5.00 | 0.0124 |
| clock buffers | 101 | 2250 | 5.60 |
| multi-input cells | 469 | 7390 | 18.4 |
layer usage:
metal  up-vias  wire [µm]
li1       6523          -
met1      7934      25100
met2      1092      39900
met3       101      15100
met4         4       1410
met5         -         76
Power figures rest on the tool's default switching activity, not on a simulated workload.
